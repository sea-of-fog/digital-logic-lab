## ./run.sh

```bash
#!/bin/bash
# OpenROAD 26Q1-2900-gdf79404cd8, Yosys 0.63+post, stock flow scripts
make -C /OpenROAD-flow-scripts/flow DESIGN_CONFIG=/design/flow/config.mk WORK_HOME=/design/flow/orfs finish
```

## ./config.mk

```make
export PLATFORM = sky130hd
export DESIGN_NAME = InsertSort
export DESIGN_NICKNAME = InsertSort
export VERILOG_FILES = /design/flow/design.v
export SDC_FILE = /design/flow/constraint.sdc
export NUM_CORES = 4
export LEC_CHECK = 1
export CORE_AREA = 10 10 90 90
export DIE_AREA = 0 0 100 100
```

## ./constraint.sdc

```tcl
current_design InsertSort

set clk_period 9.5
set clk_io_pct 0.2

create_clock -name clk0 -period $clk_period

set non_clock_inputs [all_inputs -no_clocks]
set_input_delay [expr $clk_period * $clk_io_pct] -clock clk0 $non_clock_inputs
set_output_delay [expr $clk_period * $clk_io_pct] -clock clk0 [all_outputs]
```

## ./design.v

```verilog
module InsertSort(
    output [15:0] o, 
    input  [15:0] i
);
  	function [7:0] SwapCompare(input [3:0] a, b);
    	SwapCompare = a > b ? {a, b} : {b, a};
    endfunction
    integer k, l;
    logic [3:0] line [3:0];
    always_comb begin
        for (k = 0; k < 4; k = k + 1) line[k] = i[4*k +: 4]; 
        for (l = 1; l < 4; l = l + 1) begin
          for (k = l; k > 0; k = k - 1) {line[k], line[k-1]} = SwapCompare(line[k], line[k-1]);
        end
    end
  assign o = {line[3], line[2], line[1], line[0]};
endmodule
```

==> run summary <==
fresh numbers from the pnr run: outcome=complete, but fails checks, failing checks=setup timing, number of global-route vias before repair=2073, CP arrival=8.14 ns, non-filler cells, final=444, Netlist cell types=58, layout cells sized above 1=0.610, Gate power share=1.000, cycle use final=1.06, Switching Share=0.401, # diodes=0, MUX area fraction=0.148, detailed placement HPWL=4520 µm, Core Region=6280 µm², area grow syn2layout=116%, Cell Rows=29, Synth logic family=AND-OR/OR-AND gates, startpoint types=input pin, hold slack=4.71 ns, Largest cells by area=ha_1 (15%), mux2i_1 (7.9%), mux2_2 (5.9%), DP Area=2770 µm², Pre-Repair DR Iteration Count=4, Cell Int Power=0.666 mW, Worst slew margin=0.687, gr ovfl total=0, actual slew at the worst max-slew pin=0.466 ns, dpl cells=408, RSZ-0062 raised after global routing=true, Final WS setup=-0.537 ns, dpl ws=-1.54 ns, Ports=32, global-route wire length before repair=9680 µm, Pre-Place Util=0.241, die width=100 µm, OpenROAD warnings=35, worst hold path class=input pin to output pin, clk_buf instances=0, register share of total power=0, antenna-violating nets left=0, Crit Path Max Fanout=4, chip area=10000 µm², Mapped Cells=208, die y size=100 µm, Routed WL per cell=13.4 µm, cell area after layout=3270 µm², Seq/Total Area, Yosys=0, 1st-iter DRT viols=91, Synth area leader=ha_1, DR vias/cell=4.86, Total GRT Usage=0.112, Seq cells=0, yosys cell count=208, largest net degree at the start of global routing=11, number of remaining DRC errors=0, Hold-fix buffers, CTS=0, GPL Wtd Cong=0.888, CP Class=input pin to output pin, clock network power share=0, initial antenna violation count=0, Pleak=1.53 nW, detailed-route wire length=5970 µm, # port buffers=32, fillers=540, Yosys chip area=1520 µm², aoi share=0.401, crit path DRT=7.60 ns, synthesized cell area=1520 µm², maxcap violations=0, slowest CP cell=or3_4, endpoints failing setup=8, Cell Pwr Density=340 nW/µm², Max stage delay on crit path=0.36 ns, crit path time final=10.04 ns, vias=2159, area share of and/or/nand/nor cells after synthesis=0.226, Max-area cell share=0.149, fmax=99.6 MHz, switching pwr=0.447 mW, fin. max-slew vios=0, YS warnings=2, maximum vdd ir drop=0.000427 V, xor/xnor share=0.0107, CP endpoint kind=output pin, Final Hold Fails=0, syn_area_per_cell=7.28 µm², Flop area=0 µm², Adder Share, Synth=0.155
through the flow:
stage,setup TNS [ns],utilization,power [mW]
6_report,-3.92,0.520,1.11
5_1_grt,-7.01,0.520,1.21
3_3_place_gp,-13.52,0.441,0.802
4_1_cts,-3.23,0.495,0.974
3_5_place_dp,-14.09,0.441,0.805
2_1_floorplan,-4.13,-,0.404
synth_stat cells (3+ instances only):
cell,instances
o21ai_1,3
a21o_1,3
o211ai_1,5
nand2b_1,4
mux2_2,8
nor3_1,6
a21oi_1,9
o21ai_0,14
o21a_1,3
o31ai_1,4
a31oi_1,5
nand2_1,21
ha_1,18
inv_1,20
nor2_1,16
o311ai_1,3
mux2i_1,12
or3_1,3
nand3_1,3
nor2b_1,4
power groups by stage:
stage | Sequential [mW] | Combinational (mW) | Clock (mW)
4_1_cts | 0 | 0.974 | 0
5_1_grt | 0 | 1.21 | 0
6_report | 0 | 1.11 | 0
final cells by class:
class              instances  area (µm²)  area share
repair buffers           161        1270       0.388
inverters                 20        85.1      0.0260
well taps                 77        96.3      0.0295
multi-input cells        186        1820       0.557
layer usage:
layer	global-route usage	vias up	wire, µm
li1	-	1123	-
met1	0.157	1006	2910
met2	0.189	26	2820
met3	0.0146	4	214
met4	0.00543	0	25
met5	0	-	0
timing repair:
item | CTS | global route
setup buffers | 29 | 7
endpoints found under the hold margin | 0 | 0
pin swaps | 32 | 9
cloned | 1 | 0
setup endpoints to repair | 12 | 12
resized | 99 | 27
cell usage in the layout (no fill, tap or decap), types with 3 or more instances in the layout:
master / n
buf_4: 121
a21oi_1: 6
mux2i_1: 8
mux2_2: 5
clkdlybuf4s50_1: 14
nor3_1: 6
a21oi_4: 3
inv_1: 14
nand2b_1: 3
o31ai_1: 3
nor2_1: 12
nor2b_1: 3
buf_2: 13
a31oi_1: 4
nand2_1: 17
o211ai_1: 5
mux2_4: 3
o21ai_0: 5
mux2i_2: 5
ha_1: 9
o21a_1: 3
ha_4: 9
o21ai_2: 5
buf_6: 9
o21ai_1: 7
inv_2: 4
cells by family (layout without fill, tap and decap cells):
group | Yosys count | in the layout
AND-OR/OR-AND | 77 | 78
XOR/XNOR | 1 | 1
adder cells (fa/ha/maj) | 19 | 19
buffers and inverters | 23 | 181
multiplexers | 21 | 21
AND/OR/NAND/NOR | 67 | 67
final timing paths:
| path | startpoint | endpoint | slack [ns] | depth (start not counted) |
|---|---|---|---|---|
| setup / recovery | i[0] | o[4] | -0.54 | 39 |
| hold / removal | i[3] | o[11] | 4.71 | 8 |
worst max-delay path, delay by kind of cell:
| kind | cells | cell delay (ns) |
|---|---|---|
| AND-OR/OR-AND | 15 | 2.22 |
| AND/OR/NAND/NOR | 10 | 1.32 |
| adder cells (fa/ha/maj) | 5 | 1.16 |
| multiplexers | 3 | 0.86 |
| buffers and inverters | 6 | 0.69 |
Power is estimated from default activity; no workload was simulated.
