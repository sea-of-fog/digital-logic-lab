## design/flow/run.sh

```bash
#!/bin/bash
# OpenROAD 26Q1-2900-gdf79404cd8, Yosys 0.63+post, stock flow scripts
make -C /OpenROAD-flow-scripts/flow DESIGN_CONFIG=/design/flow/config.mk WORK_HOME=/design/flow/orfs finish
```

## design/flow/config.mk

```make
export PLATFORM = sky130hd
export DESIGN_NAME = SelectionSort
export DESIGN_NICKNAME = SelectionSort
export VERILOG_FILES = /design/flow/design.v
export SDC_FILE = /design/flow/constraint.sdc
export NUM_CORES = 4
export LEC_CHECK = 1
export CORE_UTILIZATION = 40
```

## design/flow/constraint.sdc

```tcl
current_design SelectionSort

set clk_period 5.3
set clk_io_pct 0.2

create_clock -name clk0 -period $clk_period [get_ports {clk}]

set non_clock_inputs [all_inputs -no_clocks]
set_input_delay [expr $clk_period * $clk_io_pct] -clock clk0 $non_clock_inputs
set_output_delay [expr $clk_period * $clk_io_pct] -clock clk0 [all_outputs]
```

## design/flow/design.v

```verilog
module RAM(
    output logic [7:0] dataout, 
    input [7:0] datain, input [2:0] read_addr, write_addr, input wr, clk
);
    logic [7:0] mem [7:0];
    always_ff @ (posedge clk) begin
        if (wr) mem[write_addr] <= datain;
    end
    always_ff @ (posedge clk) begin
        dataout <= mem[read_addr];
    end
endmodule
module Ctlpath(
    output ready, wr, i_set_zero, i_inc, j_set, j_inc, jm_set_i, jm_set_j,
    m_overwrite, c_set_d0, c_set_di, c_set_di1, c_set_dj1, write_addr_sel,
    input  i_full, j_full, c_lt_m, i_eq_jm,
    start, nrst, clk
);
    const logic [2:0] READY = 3'b100, OUTER = 3'b001,
        INNER = 3'b010, END = 3'b011, SWAP = 3'b000;
    logic [2:0] st;
    always_ff @ (posedge clk or negedge nrst) begin
        if (!nrst) st <= READY;
        else unique case (st)
            READY: if (start) st <= OUTER;
            OUTER: if (i_full) st <= READY; else st <= INNER;
            INNER: if (j_full) st <= END;
            END:   if (i_eq_jm) st <= OUTER; else st <= SWAP;
            SWAP:   st <= OUTER;
        endcase
    end
    assign ready = (st == READY);
    assign i_set_zero = (st == READY) && start;
    assign i_inc = (st == END) && i_eq_jm
                 || (st == SWAP);
    assign wr =  (st == END) && !i_eq_jm
              || (st == SWAP);
    assign m_overwrite =  (st == OUTER) && !i_full
                       || (st == INNER) && c_lt_m;
    assign j_set = (st == OUTER) && !i_full;
    assign j_inc = (st == INNER) && !j_full;
    assign jm_set_i = (st == OUTER) && !i_full;
    assign jm_set_j = (st == INNER) && c_lt_m;
    assign c_set_d0 = (st == READY) && start;
    assign c_set_di = (st == INNER) && j_full;
    assign c_set_di1 = (st == END) && i_eq_jm || (st == SWAP) || (st == OUTER) && !i_full;
    assign c_set_dj1 = (st == INNER) && !j_full;
    assign write_addr_sel = (st == SWAP);
endmodule
module Datapath(
    output i_full, j_full, c_lt_m, i_eq_jm,
    output logic [2:0] read_addr, write_addr,
    output [7:0] datain,
    input  [7:0] dataout,
    input i_set_zero, i_inc, j_set, j_inc, jm_set_i, jm_set_j, m_overwrite,
          c_set_d0, c_set_di, c_set_di1, c_set_dj1, write_addr_sel,
    clk
);
    logic [7:0] m, c;
    logic [2:0] i, j, jm, old_read_addr;
    assign c = dataout;
    always_ff @ (posedge clk) begin
        if (i_set_zero) i <= 3'b000;
        else if (i_inc) i <= i + 1;
    end
    always_ff @ (posedge clk) begin
        if (j_set) j <= i + 1;
        else if (j_inc) j <= j + 1;
    end
    always_ff @ (posedge clk) begin
        if (jm_set_i) jm <= i;
        else if (jm_set_j) jm <= j;
    end
    always_ff @ (posedge clk) begin
        if (m_overwrite) m <= c;
    end
    always_ff @ (posedge clk) begin
        if (c_set_d0) old_read_addr <= 0;
        else if (c_set_di) old_read_addr <= i;
        else if (c_set_di1) old_read_addr <= i + 1;
        else if (c_set_dj1) old_read_addr <= j + 1;
    end
    always_comb begin
        read_addr = old_read_addr;
        if (c_set_d0) read_addr = 0;
        else if (c_set_di) read_addr = i;
        else if (c_set_di1) read_addr = i + 1;
        else if (c_set_dj1) read_addr = j + 1;
    end
    assign write_addr = write_addr_sel ? i : jm;
    assign datain = write_addr_sel ? m : c;
    assign i_full = (i == 7);
    assign j_full = (j == 7);
    assign c_lt_m = (c < m);
    assign i_eq_jm = (i == jm);
endmodule
module Arbiter(
    output wr, output [7:0] datain, output [2:0] read_addr, write_addr, 
    input  [7:0] out_datatin, in_datain,
    input [2:0] out_addr, in_read_addr, in_write_addr, 
    input out_wr, in_wr, ready, start
);
    logic choice = ready && !start;
    assign wr = choice ? out_wr : in_wr;
    assign datain = choice ? out_datatin : in_datain;
    assign read_addr = choice ? out_addr : in_read_addr;
    assign write_addr = choice ? out_addr : in_write_addr;
endmodule
module SelectionSort(
    output [7:0] dataout, output ready, 
    input  [7:0] datain, input [2:0] addr, input wr, nrst, start, clk
);
    logic i_set_zero, i_inc, j_set, j_inc, jm_set_i, jm_set_j, m_overwrite, c_set_d0, c_set_di, c_set_di1, c_set_dj1, write_addr_sel;
    logic i_full, j_full, c_lt_m, i_eq_jm;
    logic arbitrated_wr, internal_wr;
    logic [2:0] arbitrated_read_addr, arbitrated_write_addr,
                internal_read_addr, internal_write_addr;
    logic [7:0] arbitrated_datain, internal_datain;
    Ctlpath cp(
        ready, internal_wr, i_set_zero, i_inc, j_set, j_inc, jm_set_i, jm_set_j,
        m_overwrite, c_set_d0, c_set_di, c_set_di1, c_set_dj1, write_addr_sel,
        i_full, j_full, c_lt_m, i_eq_jm,
        start, nrst, clk);
    Datapath dp(
        i_full, j_full, c_lt_m, i_eq_jm,
        internal_read_addr, internal_write_addr, internal_datain, dataout,
        i_set_zero, i_inc, j_set, j_inc, jm_set_i, jm_set_j, m_overwrite, 
        c_set_d0, c_set_di, c_set_di1, c_set_dj1, write_addr_sel,
    clk);
    Arbiter arb(
        arbitrated_wr, arbitrated_datain, arbitrated_read_addr, arbitrated_write_addr,
        datain, internal_datain, addr, internal_read_addr, internal_write_addr, wr, internal_wr, ready, start);
    RAM memory(dataout, arbitrated_datain, arbitrated_read_addr, arbitrated_write_addr, arbitrated_wr, clk);
endmodule
```

==> results.txt <==
From the run reports.

- The initial antenna violation count reads 0.
- The count of clock tree sinks is 97.
- The endpoint required time on the critical path is 5550 ps.
- The register clock-pin slew on the reported worst setup and hold paths is 110 ps.
- Detailed-route iteration 0 reported a violation count of 100.
- For this sky-water flow run, the detailed-routed wirelength per cell is reported as 16.5 um.
- The total vias in the final route reads 2,445.
- The number of global-route vias before repair was 2,366.
- The final worst-path setup slack is 2180 ps.
- The final tally of max-slew violations is 0.
- The largest incremental delay on the critical path is 500 ps.
- The total congestion overflow reads 0.
- The wire length of the first global-routing pass reads 13.0 mm.
- The number of detailed-routing iterations run before antenna repair reads 4.
- Max fanout on the critical path was recorded as 32.
- Looking at the max-slew report, the worst-margin pin has a slew of 912 ps.
- The total global-route track usage is 15.9%.
- The tree is rooted in a sky130_fd_sc_hd__clkbuf_8.
- The average size of a mapped cell is 14.2 um2.
- TritonCTS built the clock tree.
- Counting I/O delays and the setup requirement, the final critical path takes 3120 ps.
- Adding up every negative setup slack in the final design gives 0 ps.
- Synthesis produced 308 cells.
- The synthesis-to-layout area growth is 14.5%.
- STA puts the critical path data arrival time at 3370 ps.
- Post-synthesis, Yosys gives the total cell area as 4380 um2.
- Counting the warning lines in the Yosys log gives 4.
- The worst setup path is launched from an input port.
- The placer's final routability congestion estimate is 0.852.
- The reported max-cap violation count reads 0.
- The count of antenna-violating nets left after detailed routing reads 0.
- The run finished with clean final reports.
- For reference, the final report shows the hold violation count at 0.
- The post-synthesis instance area reads 4380 um2.
- Setup repair after global routing left no endpoint under its margin.
- Derived from the worst setup path, the maximum achievable clock frequency is 0.320 GHz.
- The script parses the final routing iteration and logs DRC violations as 0.
- The core area reads 10,500 um2.
- The initial core utilization is 41.8%.
- Entering global routing, the biggest net connects 33 pins.
- The wire length reported by the detailed router reads 8.06 mm.
- The post-cts resize count is 0.
- The die outline width is 107 um.
- The final tally of setup violations reads 0.
- The share of synthesized area occupied by flip-flops and latches is 62.8%.
- The tally of OpenROAD warnings is 25.
- Counting only logic cells after layout, the most numerous master is sky130_fd_sc_hd__edfxtp_1.
- The minimum setup slack after placement reads 1770 ps.
- The register bit count reported by yosys is 97.
- After floorplanning, the core was divided into 37 placement rows.
- Total power normalized to cell area comes to 587 nW/um2.
- The top cell types in the final layout, fill and taps aside, are sky130_fd_sc_hd__edfxtp_1, sky130_fd_sc_hd__mux2i_1, sky130_fd_sc_hd__nand2_1.
- The share of post-route cells with drive strength above 1 is 14.5%.
- The post-cts hold buffer count reads 0.
- The overall die area is 11,400 um2.
- The HPWL after detailed placement reads 5.48 mm.
- The total leakage power is 1.85 nW.
- During placement, the flow inserted port buffers numbering 23.
- The kind of path behind the tightest hold check is flip-flop to flip-flop.
- The clock insertion delay at the later pin of the skew report is 360 ps.
- The mean number of vias per cell is 5.02.
- The number of cells in Yosys stat is 308.
- The buffer depth of the longest clock path is 2.
- The worst setup path is captured at a flip-flop.
- The critical path class reads input port to flip-flop.
- CTS built an H-tree with a depth of 3.
- The peak supply drop is 0.000261 V.
- In this run the vertical extent of the chip is 107 um.
- After clock tree synthesis, the setup repair step added 0 buffers.
- The worst pin sits at a relative slew slack of 38.5%.
- The final setup skew is 12.6 ps.
- The final core utilization is 47.9%.
- For this run, the script counts the antenna cells in the layout as 0.
- 24 I/O pins were placed.
- The report lists the cells along the critical path as clkdlybuf4s50_1 -> nor2_2 -> buf_4 -> nand2_1 -> a41oi_4 -> buf_4 -> mux2i_1 -> mux2i_1 -> mux2_2.
- The final clock period utilization by the worst path reads 58.9%.
- The sum of internal, switching and leakage power reads 0.00294 W.
- The tally of unique sky130hd cells used after synthesis is 40.
- The number of buffers added by the clock tree synthesis step is 9.
- The slowest library cell on the worst path is sky130_fd_sc_hd__buf_4.
[where the power goes]
group	switching, W	internal [W]
clock network	0.000283	0.000233
registers	0.000122	0.00109
logic	0.000623	0.000589
total	0.00103	0.00191
[flip-flops by register name (all words and copies together) (netlist names)]
signal / count
cp.st: 5
dp.i: 3
dp.j: 3
dp.jm: 3
dp.m: 8
dp.old_read_addr: 3
memory.dataout: 8
memory.mem: 64
[path summary, 6_finish.rpt]
| path | from | end | slack, ps | cells past startpoint |
|---|---|---|---|---|
| min in group asynchronous | nrst | cp.st[2]$_DFF_PN0_ | 930 | 1 |
| max in group asynchronous | nrst | cp.st[0]$_DFF_PN1_ | 4100 | 1 |
| max | start | memory.dataout[6]$_DFF_P_ | 2180 | 9 |
| min | cp.st[3]$_DFF_PN0_ | cp.st[0]$_DFF_PN1_ | 530 | 1 |
| min reg2reg | cp.st[3]$_DFF_PN0_ | cp.st[0]$_DFF_PN1_ | 530 | 1 |
| max reg2reg | dp.i[0]$_SDFFE_PP0P_ | memory.dataout[6]$_DFF_P_ | 2220 | 9 |
[critical path: cells and delay by family]
| kind | cells | cell delay (ps) |
|---|---|---|
| and+or+nand+nor | 2 | 260 |
| AOI/OAI and AO/OA | 1 | 220 |
| buffers and inverters | 3 | 1200 |
| muxes | 3 | 640 |
[logic make-up after synthesis]
logic type / after synthesis / synth area share, %
AND-OR/OR-AND: 40 / 7.00
XOR/XNOR: 4 / 0.972
adder cells (fa/ha/maj): 11 / 3.14
buffers and inverters: 23 / 3.57
flip-flops: 97 / 62.8
multiplexers: 70 / 16.2
AND/OR/NAND/NOR: 63 / 6.29
[cells in the mapped netlist]
master,count,area share (%)
sky130_fd_sc_hd__a211o_2,1,0.23
sky130_fd_sc_hd__a211oi_1,1,0.17
sky130_fd_sc_hd__a21o_1,4,0.69
sky130_fd_sc_hd__a21oi_1,5,0.57
sky130_fd_sc_hd__a31oi_1,2,0.29
sky130_fd_sc_hd__a32oi_1,1,0.20
sky130_fd_sc_hd__a41o_2,1,0.26
sky130_fd_sc_hd__a41oi_1,1,0.20
sky130_fd_sc_hd__a41oi_4,1,0.63
sky130_fd_sc_hd__and2_1,1,0.14
sky130_fd_sc_hd__buf_6,2,0.51
sky130_fd_sc_hd__buf_8,3,1.0
sky130_fd_sc_hd__clkbuf_1,3,0.26
sky130_fd_sc_hd__clkbuf_2,1,0.11
sky130_fd_sc_hd__clkbuf_8,2,0.63
sky130_fd_sc_hd__dfrtp_1,4,2.3
sky130_fd_sc_hd__dfstp_2,1,0.60
sky130_fd_sc_hd__dfxtp_1,14,6.4
sky130_fd_sc_hd__edfxtp_1,78,54
sky130_fd_sc_hd__ha_1,11,3.1
sky130_fd_sc_hd__inv_1,12,1.0
sky130_fd_sc_hd__mux2_2,8,2.1
sky130_fd_sc_hd__mux2i_1,62,14
sky130_fd_sc_hd__nand2_1,38,3.3
sky130_fd_sc_hd__nand2b_1,3,0.43
sky130_fd_sc_hd__nand3_1,1,0.11
sky130_fd_sc_hd__nand3_2,1,0.23
sky130_fd_sc_hd__nor2_1,12,1.0
sky130_fd_sc_hd__nor2b_1,3,0.43
sky130_fd_sc_hd__nor3_1,2,0.23
sky130_fd_sc_hd__nor3_2,1,0.23
sky130_fd_sc_hd__o21a_1,2,0.34
sky130_fd_sc_hd__o21ai_0,17,1.9
sky130_fd_sc_hd__o2bb2ai_1,1,0.20
sky130_fd_sc_hd__o311ai_0,1,0.20
sky130_fd_sc_hd__o311ai_4,1,0.60
sky130_fd_sc_hd__o31ai_4,1,0.49
sky130_fd_sc_hd__or2b_2,1,0.20
sky130_fd_sc_hd__xnor2_1,3,0.60
sky130_fd_sc_hd__xnor2_2,1,0.37
[layout make-up]
class	count	area [um2]
clock inverters	7	100
multi-input cells	188	1480
clock buffers	9	124
repair buffers	38	343
fillers	914	5450
inverters	12	45.0
flip-flops and latches	97	2750
well taps	136	170
[through the flow]
stage                     cell area [um2]  instances  hold WS (ps)
after global placement               4790        471           493
final                                5010        487           526
after detailed placement             4790        471           496
after floorplan                      4380        308           421
after global routing                 5010        487           533
after CTS                            5010        487           522
[layer usage]
layer  GRT usage, %  vias up  share of wire (%)
li1               -     1215                  -
met1           25.9     1158                 47
met2           23.1       61                 45
met3           5.27       11                7.0
met4           2.05        0                1.3
met5              0        -                  0
Power figures rest on the tool's default switching activity, not on a simulated workload.
