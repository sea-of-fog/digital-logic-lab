[/design/flow/design.v]
module AsyncRAM#(parameter N = 16, M = 10)(
    output [N-1:0] out, 
    input  [N-1:0] in, input [M-1:0] raddr, waddr, input wr, clk
);
    logic [N-1:0] mem [2**M - 1:0];
    assign out = mem[raddr];
    always_ff @(posedge clk)
        if (wr) mem[waddr] <= in;
endmodule
module RPNCalculator#(parameter N = 16, M = 10)(
    output logic [N-1:0] out, output logic [M-1:0] cnt,
    input  nrst, step, push, input [1:0] op, input [N-1:0] d
);
    const logic [1:0] NONE = 2'b00, NEG = 2'b01,
        ADD = 2'b10, MUL = 2'b11;
    logic [N-1:0] bot;  
    logic full = &cnt;  
    AsyncRAM#(N, M) ar(bot, out, cnt - 1, cnt, push && !full, step);
    always_ff @(posedge step or negedge nrst) begin
        if (!nrst) cnt <= 0;
        else if (push) begin
            if (!full) cnt <= cnt + 1;
        end
        else unique case (op)
            ADD: cnt <= cnt - 1;
            MUL: cnt <= cnt - 1;
        endcase
    end
    always_ff @(posedge step or negedge nrst) begin
        if (!nrst) out <= 0;
        else if (push) out <= d;
        else unique case (op)
            NEG:  out <= -out;
            ADD:  if (cnt >= 2) out <= out + bot;
            MUL:  if (cnt >= 2) out <= out * bot;
        endcase
    end
endmodule
[/design/flow/run.sh]
#!/bin/bash
# OpenROAD 26Q1-2900-gdf79404cd8, Yosys 0.63+post, stock flow scripts
make -C /OpenROAD-flow-scripts/flow DESIGN_CONFIG=/design/flow/config.mk WORK_HOME=/design/flow/orfs finish
[/design/flow/config.mk]
export PLATFORM = sky130hd
export DESIGN_NAME = RPNCalculator
export DESIGN_NICKNAME = RPNCalculator
export VERILOG_FILES = /design/flow/design.v
export SDC_FILE = /design/flow/constraint.sdc
export NUM_CORES = 4
export LEC_CHECK = 1
export CORE_UTILIZATION = 40
export SYNTH_MEMORY_MAX_BITS = 65536
[/design/flow/constraint.sdc]
current_design RPNCalculator

set clk_period 1016.2
set clk_io_pct 0.2

create_clock -name clk0 -period $clk_period [get_ports {step}]

set non_clock_inputs [all_inputs -no_clocks]
set_input_delay [expr $clk_period * $clk_io_pct] -clock clk0 $non_clock_inputs
set_output_delay [expr $clk_period * $clk_io_pct] -clock clk0 [all_outputs]
==> out/summary.log <==
[final_timing] transition time at the pin with the least slew margin 1.608 ns
[synth] instance tally after logic synthesis 31660
[global_route] vias in the first global route 370800
[run_status] run status finished, violations left
[setup_path] Crit. End Element flip-flop
[floorplanning] vertical die size 1.266 mm
[clock_tree] latest clock arrival within the worst-skew pair 1.44 ns
[final_timing] Max Freq 0.004823 GHz
[synth] share of the yosys chip area belonging to registers 0.7708
[final_timing] clock skew 0.2003 ns
[synth] yosys cell count 31660
[cells_and_area] most frequent standard cell in the layout excluding fill and tap cells edfxtp_1
[route] Post-DRT Antenna Nets 0
[route] DRC errors left 0
[route] wirelength, routed 2135 mm
[floorplanning] count of standard-cell rows 464
[synth] distinct lib cells 96
[placement] hpwl dp 1411 mm
[route] detailed-route via count 333900
[cells_and_area] number of fill cells 129700
[final_timing] time the worst path needs with I/O delays and setup 207.35 ns
[job] number of OpenROAD warnings 34
[floorplanning] Std-Cell Core Area 1595000 sq um
[synth] area of the mapped netlist 639100 sq um
[clock_tree] cts-stage hold buffer count 0
[floorplanning] Die ar. 1603000 sq um
[global_route] GRT Total Usage 0.2939
[setup_path] required time of the critical path 1017.13 ns
[synth] predominant post-synthesis flop cell edfxtp_1
[final_timing] Max-slew headroom -0.08307
[synth] area figure in the yosys stat output 639100 sq um
[global_route] largest net degree at the start of global routing 95
[setup_path] category of the most critical setup path input pin to flip-flop
[final_timing] share of the clock period used by the worst path 0.2040
[final_timing] sum of negative setup slack 0 ns
[cells_and_area] final design utilization 0.4594
[global_route] fraction of met2 tracks used by global routing 0.3862
[clock_tree] clock slew at the register clock pins of the worst setup and hold paths 0.06 ns
[clock_tree] number of buffers on the longest clock path 6
[global_route] met1 track demand over resource 0.2872
[global_route] number of antenna violations at the first check in global routing 267
[route] WL per Instance 37.59 microns
[setup_path] worst endpoint data arrival time 208.28 ns
[placement] pre-CTS setup slack 807.63 ns
[global_route] met3 demand-to-capacity share in global routing 0.2976
[final_timing] setup slack after layout 808.85 ns
[floorplanning] Core Util at FP 0.4007
[synth] number of warnings printed during yosys synthesis 3
[floorplanning] Die Span X 1.266 mm
[synth] fraction of synthesis flops using an asynchronous set or reset pin 0.001584
[placement] count of input and output buffers 46
[floorplanning] ports placed on the boundary 47
[synth] flip-flop and latch count after synthesis 16410
[worst_hold_path] class of the worst hold path flip-flop to flip-flop
[synth] Post-synth EDFFs 16380
[run_status] failing checks capacitance limit, slew limit
[cells_and_area] layout cell share with drive strength beyond 1 0.2623
[global_route] busiest layer in global routing met2
[global_route] final global-route overflow total 0
[clock_tree] clock buffers created by TritonCTS 1703
[clock_tree] # Post-CTS Setup Buffers 0
[setup_path] element type at the critical path start input pin
[clock_tree] CTS tree yes
[synth] average cell area after synthesis 20.19 sq um
[job] Maximum Capacitance Violations 2
[clock_tree] H-tree Lvls 7
[final_timing] setup repair after global routing missed its margin no
[clock_tree] number of gates given a new drive strength after cts 0
[placement] Final GP Congestion 1.006
[route] number of detailed-routing iterations run before antenna repair 8
[route] DR vias/cell 5.877
[cells_and_area] Layout area overhead 14.63%
[final_timing] count of final hold-check violations 0
[clock_tree] Clock Sinks 16410
[clock_tree] Clock Tree Root clkbuf_16
[global_route] first-pass GRT wire length 2929 mm
[setup_path] Max FO, Critical Path 34
[final_timing] number of endpoints failing setup at the final stage 0
[route] initial drt markers 25450
[final_timing] Slew Limit Fails 4
[cells_and_area] most frequent logic cells in the routed design edfxtp_1, mux4_2, nand2_1
==> worst max-delay path: stages <==
cell	delay, ns
buf_2	0.09
buf_4	0.47
inv_1	0.14
a41oi_1	0.45
and2_1	0.70
nand3_4	0.69
buf_4	0.64
buf_4	0.45
buf_4	0.41
nor2_2	0.80
==> Yosys cell counts, types with 74 or more instances <==
master,number,share of area
buf_1,257,0.0015
a311oi_1,112,0.0015
inv_1,153,0.00090
mux2i_1,317,0.0050
buf_4,324,0.0038
nand4_1,142,0.0014
o21ai_0,100,0.00078
and3_1,180,0.0018
nor2_1,1191,0.0070
edfxtp_1,16380,0.77
mux4_2,4015,0.14
fa_1,80,0.0025
nand3_1,1853,0.015
ha_1,74,0.0014
clkbuf_1,831,0.0049
buf_2,514,0.0040
a31oi_1,214,0.0021
a32oi_1,218,0.0030
a21oi_1,195,0.0015
nand2_1,3921,0.023
==> final cells by class <==
class                           instances  area [sq um]  share of cell area
Antenna cell                          356         890.9            0.001216
Clock buffer                         2007         44140             0.06025
Clock inverter                       1039         10150             0.01386
Inverter                              156         588.1           0.0008027
Multi-Input combinational cell      13140        137900              0.1882
Sequential cell                     16410        492700              0.6725
Tap cell                            21200         26530             0.03621
Timing Repair Buffer                 2498         19710             0.02690
==> metal layers <==
metal	share of wire	vias to the layer above
li1	-	133800
met1	0.27	166300
met2	0.43	28550
met3	0.23	4710
met4	0.064	460
met5	0.0081	-
==> per-stage QoR <==
| stage | cell area (sq um) | instances | hold WS, ns |
|---|---|---|---|
| 2_1_floorplan | 639200 | 31680 | 0.7266 |
| 3_3_place_gp | 677400 | 53410 | 0.6964 |
| 3_5_place_dp | 677400 | 53410 | 0.7121 |
| 4_1_cts | 731700 | 56450 | 0.7306 |
| 5_1_grt | 732100 | 56620 | 0.7398 |
| 6_report | 732600 | 56810 | 0.7210 |
==> cells by family after synthesis <==
logic type	after synthesis	synth area share
flip-flops	16410	0.7708
AND/OR/NAND/NOR	7463	0.04941
AND-OR/OR-AND	1092	0.01224
XOR/XNOR	79	0.001139
multiplexers	4335	0.1465
adder cells (fa/ha/maj)	154	0.003955
buffers and inverters	2127	0.01592
other	1	0.000005868
==> final timing paths <==
check / from / to / slack, ns / cells after the start
hold reg to reg: out[7] / ar.mem[38][7] / 0.72 / 0
hold / removal: out[7] / ar.mem[38][7] / 0.72 / 0
max in group asynchronous: nrst / cnt[0] / 813.53 / 2
setup reg to reg: cnt[0] / out[13] / 998.82 / 44
min in group asynchronous: nrst / out[7] / 201.91 / 2
setup / recovery: push / ar.mem[460][13] / 808.85 / 10
==> state kept, by name, summed over array words and instances, names as in the netlist <==
signal,count
ar.mem,16384
out,16
cnt,10
